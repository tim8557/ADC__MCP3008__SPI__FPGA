==> /design/flow/design.v <==
module adc_3008(clk, rst, cs, mosi, sck, miso, start, seg0, seg1, seg2, seg3, seg4, seg5); 
input clk, rst;
input miso;
input start;
output reg cs;
output reg mosi, sck;
output [7:0] seg0, seg1, seg2, seg3, seg4, seg5;
reg [2:0] state;     
reg [7:0] cnt_clk;   
reg [4:0] cnt_sck;   
reg [3:0] cnt_bit;   
reg [2:0] cnt_byte; 
reg rd_sig;          
reg [10:0] data_reg; 
reg [9:0] data_out;  
reg send_data_sig;   
reg [31:0] cnt;      
reg start_sig;       
wire [3:0] unit;
wire [3:0] ten; 
wire [3:0] hun; 
wire [3:0] thou; 
wire [3:0] ten_thou;
wire [3:0] hun_thou;
wire [19:0] data_bcd;
wire [19:0] data_bcd_vol;
assign data_bcd = {10'b0, data_out};
assign data_bcd_vol = (data_bcd*20'd479)/20'd1023;
parameter [2:0] INTIAL = 3'd0,
                WAIT_START = 3'd1,
                WRITE = 3'd2,
		READ = 3'd3,
		WAIT_END = 3'd4,
		END = 3'd5;
parameter WR_IN = 11'b000001_10010;
parameter cnt_clk_max = 8'd219;
parameter cnt_max = 32'd49_999_999;
always@(posedge clk or posedge rst)
if (rst)
cnt <= 32'd0;
else if (cnt == cnt_max)
cnt <= 32'd0;
else if (start == 1'b1)
cnt <= cnt + 1'b1;
always@(posedge clk or posedge rst)
if (rst)
start_sig <= 1'b0;
else if (start == 1'b1 && cnt == cnt_max)  
start_sig <= 1'b1;
else 
start_sig <= 1'b0;
always@(posedge clk or posedge rst)
if (rst)
state <= INTIAL;
else 
case(state)
INTIAL: if (start_sig == 1'b1)
        state <= WAIT_START;
		  else 
		  state <= INTIAL;
WAIT_START: if (cnt_byte == 3'd0 && cnt_clk == cnt_clk_max)
            state <= WRITE;
            else 
            state <= WAIT_START;			
WRITE: if (cnt_byte == 3'd1 && cnt_clk == cnt_clk_max)
       state <= READ;
	   else 
	   state <= WRITE;
READ: if (cnt_byte == 3'd2 && cnt_clk == cnt_clk_max)
      state <= WAIT_END;
      else 
      state <= READ;	  
WAIT_END: if (cnt_byte == 3'd3 && cnt_clk == cnt_clk_max)
          state <= END;
		    else 
		    state <= WAIT_END;
END: if (cnt_byte == 3'd4 && cnt_clk == cnt_clk_max)
     state <= INTIAL;
     else 
     state <= END;
default: state <= INTIAL;
endcase
always@(posedge clk or posedge rst)
if (rst)
cnt_clk <= 8'd0;
else if (state == INTIAL)
cnt_clk <= 8'd0;
else if (cnt_clk == cnt_clk_max) 
cnt_clk <= 8'd0;
else if (state != INTIAL)
cnt_clk <= cnt_clk + 1'b1;
always@(posedge clk or posedge rst)
if (rst)
cnt_byte <= 3'd0;
else if (cnt_byte == 3'd4 && cnt_clk == cnt_clk_max)
cnt_byte <= 3'd0;
else if (cnt_clk == cnt_clk_max)
cnt_byte <= cnt_byte + 1'b1;
always@(posedge clk or posedge rst)
if (rst)
cnt_sck <= 5'd0;
else if (state == WRITE && cnt_byte == 3'd1 && cnt_sck == 5'd19)
cnt_sck <= 5'd0;
else if (state ==READ && cnt_byte == 3'd2 && cnt_sck == 5'd19)
cnt_sck <= 5'd0;
else if (state == WRITE && cnt_byte == 3'd1)
cnt_sck <= cnt_sck + 1'b1;
else if (state ==READ && cnt_byte == 3'd2)
cnt_sck <= cnt_sck + 1'b1;
else 
cnt_sck <= 1'b0;
always@(posedge clk or posedge rst)
if (rst)
sck <= 1'b0;
else if (cnt_sck == 5'd0 && cnt_byte == 3'd3)
sck <= 1'b0;
else if (cnt_sck == 5'd0 && cnt_byte == 3'd1 && cnt_bit >= 4'd5)
sck <= 1'b0;
else if (cnt_sck == 5'd10 && cnt_byte == 3'd1 && cnt_bit >= 4'd5)
sck <= 1'b1;
else if (cnt_sck == 5'd0 && cnt_byte == 3'd2)
sck <= 1'b0;
else if (cnt_sck == 5'd10 && cnt_byte == 3'd2)
sck <= 1'b1;
else 
sck <= sck;
always@(posedge clk or posedge rst)
if (rst)
cnt_bit <= 4'd0;
else if (cnt_bit == 4'd10 && cnt_sck == 5'd10)
cnt_bit <= 4'd0;
else if (cnt_sck == 5'd10)
cnt_bit <= cnt_bit + 1'b1;
always@(posedge clk or posedge rst)
if (rst)
cs <= 1'b1;
else if (start_sig == 1'b1)
cs <= 1'b0;
else if (cnt_byte == 3'd3 && cnt_clk == cnt_clk_max && state == WAIT_END)
cs <= 1'b1;
always@(posedge clk or posedge rst)
if (rst)
mosi <= 1'b0;
else if (state == WRITE && cnt_byte == 4'd1 && cnt_sck == 5'd0)
mosi <= WR_IN[10-cnt_bit];
else if (state != WRITE)
mosi <= 1'b0;
always@(posedge clk or posedge rst)
if (rst)
rd_sig <= 1'b0;
else if (state == READ && cnt_byte == 4'd2 && cnt_sck == 5'd9)
rd_sig <= 1'b1;
else 
rd_sig <= 1'b0;
always@(posedge clk or posedge rst)
if (rst)
data_reg <= 11'd0;
else if (rd_sig == 1'b1)
data_reg <= {data_reg[9:0], miso};
always@(posedge clk or posedge rst)
if (rst)
send_data_sig <= 1'b0;
else if (cnt_byte == 4'd2 && cnt_clk == cnt_clk_max)
send_data_sig <= 1'b1;
else 
send_data_sig <= 1'b0;
always@(posedge clk or posedge rst)
if (rst)
data_out <= 10'd0;
else if (send_data_sig == 1'b1)
data_out <= data_reg[9:0];
else 
data_out <= data_out;
bcd_8421 bcd_8421_inst(
.clk(clk), 
.rst(rst), 
.data(data_bcd_vol), 
.unit(unit), 
.ten(ten), 
.hun(hun), 
.thou(thou), 
.ten_thou(ten_thou), 
.hun_thou(hun_thou)
);
seven_seg s0(
.en(1'b1),
.in(unit), 
.seg(seg0));
seven_seg s1(
.en(1'b1),
.in(ten), 
.seg(seg1));
seven_seg_dot s2(
.en(1'b1),
.in(hun), 
.seg(seg2));
seven_seg s3(
.en(1'b1),
.in(thou), 
.seg(seg3));
seven_seg s4(
.en(1'b1),
.in(ten_thou), 
.seg(seg4));
seven_seg s5(
.en(1'b1),
.in(hun_thou), 
.seg(seg5));
endmodule
module bcd_8421 (clk, rst, data, unit, ten, hun, thou, ten_thou, hun_thou);
input clk, rst;
input [19:0] data;
output [3:0] unit, ten, hun, thou, ten_thou, hun_thou;
reg [5:0]  cnt_shift;
reg [43:0] data_shift;  
reg        shift_sig;
reg [3:0]  unit, ten, hun, thou, ten_thou, hun_thou;
always@(posedge clk or posedge rst)
if (rst)
cnt_shift <= 5'd0;
else if (cnt_shift == 5'd21 && shift_sig == 1'b0)
cnt_shift <= 5'd0;
else if (shift_sig == 1'b0)
cnt_shift <= cnt_shift +1'b1;
else 
cnt_shift <= cnt_shift;
always@(posedge clk or posedge rst)
if (rst)
data_shift <= 44'b0;
else if (cnt_shift == 5'd0 && shift_sig == 1'b0)
data_shift <= {24'd0, data};
else if ((cnt_shift <= 5'd20) && (shift_sig == 1'b1))
begin
data_shift[23:20] <= (data_shift[23:20] > 4'b0100)?(data_shift[23:20] + 4'b0011):(data_shift[23:20]);
data_shift[27:24] <= (data_shift[27:24] > 4'b0100)?(data_shift[27:24] + 4'b0011):(data_shift[27:24]);
data_shift[31:28] <= (data_shift[31:28] > 4'b0100)?(data_shift[31:28] + 4'b0011):(data_shift[31:28]);
data_shift[35:32] <= (data_shift[35:32] > 4'b0100)?(data_shift[35:32] + 4'b0011):(data_shift[35:32]);
data_shift[39:36] <= (data_shift[39:36] > 4'b0100)?(data_shift[39:36] + 4'b0011):(data_shift[39:36]);
data_shift[43:40] <= (data_shift[43:40] > 4'b0100)?(data_shift[43:40] + 4'b0011):(data_shift[43:40]);
end
else if ((cnt_shift <= 5'd20) && (shift_sig == 1'b0))
data_shift <= data_shift << 1;
else 
data_shift <= data_shift;
always@(posedge clk or posedge rst)
if(rst == 1'b1)
shift_sig <= 1'b1;
else 
shift_sig <= ~shift_sig;
always@(posedge clk or posedge rst)
if(rst)
begin
unit <= 4'd0;
ten  <= 4'd0;
hun  <= 4'd0;
thou <= 4'd0;
ten_thou <= 4'd0;
hun_thou <= 4'd0;
end
else if (cnt_shift == 5'd21)
begin
 unit  <= data_shift[23:20];
 ten   <= data_shift[27:24];
 hun   <= data_shift[31:28];
 thou  <= data_shift[35:32];
 ten_thou <= data_shift[39:36];
 hun_thou <= data_shift[43:40];
 end
 endmodule
module seven_seg(en,in,seg);
input [3:0] in;
input en;
output [7:0] seg;
reg [7:0] seg;
always@(en or in)
begin
 if (!en) seg=8'b11111111;
 else case(in)
 4'd0: seg=8'b11000000;
 4'd1: seg=8'b11111001;
 4'd2: seg=8'b10100100;
 4'd3: seg=8'b10110000;
 4'd4: seg=8'b10011001;
 4'd5: seg=8'b10010010;
 4'd6: seg=8'b10000010;
 4'd7: seg=8'b11011000;
 4'd8: seg=8'b10000000;
 4'd9: seg=8'b10010000;
 endcase
 end
 endmodule 
module seven_seg_dot (en,in,seg);
input [3:0] in;
input en;
output [7:0] seg;
reg [7:0] seg;
always@(en or in)
begin
 if (!en) seg=8'b11111111;
 else case(in)
 4'd0: seg=8'b01000000;
 4'd1: seg=8'b01111001;
 4'd2: seg=8'b00100100;
 4'd3: seg=8'b00110000;
 4'd4: seg=8'b00011001;
 4'd5: seg=8'b00010010;
 4'd6: seg=8'b00000010;
 4'd7: seg=8'b01011000;
 4'd8: seg=8'b00000000;
 4'd9: seg=8'b00010000;
 endcase
 end
 endmodule 
==> /design/flow/run.sh <==
#!/bin/bash
# OpenROAD 26Q1-2900-gdf79404cd8, Yosys 0.63+post, stock flow scripts
make -C /OpenROAD-flow-scripts/flow DESIGN_CONFIG=/design/flow/config.mk WORK_HOME=/design/flow/orfs finish
==> /design/flow/config.mk <==
export PLATFORM = sky130hd
export DESIGN_NAME = adc_3008
export DESIGN_NICKNAME = adc_3008
export VERILOG_FILES = /design/flow/design.v
export SDC_FILE = /design/flow/constraint.sdc
export NUM_CORES = 4
export LEC_CHECK = 1
export CORE_UTILIZATION = 50
==> /design/flow/constraint.sdc <==
current_design adc_3008

set clk_period 16.0
set clk_io_pct 0.2

create_clock -name clk0 -period $clk_period [get_ports {clk}]

set non_clock_inputs [all_inputs -no_clocks]
set_input_delay [expr $clk_period * $clk_io_pct] -clock clk0 $non_clock_inputs
set_output_delay [expr $clk_period * $clk_io_pct] -clock clk0 [all_outputs]
==> results.yml <==
# generated from flow reports
worst_setup_path:
  cp.required_ps: 16300
  start_kind: "flop"
  cpMaxStageDelayCell: "or4_1"
  cpPeakStageDelay_ps: 710
  cp.arrival_ps: 11770
  path_class: "reg -> reg"
  cp-end-kind: "flop"
  cp_max_fo: 13
clocking:
  path_clk_slew_ps: 70
  tritoncts: "done"
  post-cts-setup-buffers: 0
  cts_root_buffer: "clkbuf_16"
  post_cts_resized: 0
  cts_max_level: 4
  clock_path_buffers: 2
  hold_buffers: 0
  clk_latency_ps: 430
  numCtsBuffers: 17
final_layout:
  largest_register_ffs: 44
  drive_gt1_frac: 0.0649
  fin_util: 0.558
  biggestRegsByFlops: "bcd_8421_inst.data_shift: 44 flops, cnt: 32 flops"
  stdcell_count: 2103
  final_cell_area_um2: 15700
  combGateArea_um2: 9050
  regMostFlops: "bcd_8421_inst.data_shift"
  regArea_um2: 4540
  syn_to_final_growth_pct: 8.80
  fillers: 2599
global_routing:
  first_global_vias: 11300
  grtUsageTotal: 0.239
  grt_max_degree: 57
  grt_pass1_wl_um: 55500
  overflow: 0
  antenna_found_initial: 1
place:
  io_buffers: 48
  dp_hpwl_um: 24400
  gp_routability_congestion: 0.933
  postPlaceCellArea_um2: 15100
  dpl.cell_count: 2071
synth:
  top_area_frac: 0.268
  ys_seq_elements: 198
  yosys.stat.chipArea_um2: 14400
  top_cell: "nand2_1"
  ff_type: "dfrtp_1"
  common_cells: "nand2_1, dfrtp_1, nor2_1"
  area_leaders: "dfrtp_1, ha_1, fa_1, nand2_1, dlxtn_1"
  synth_cells: 1717
  synth_top_cell_by_area: "dfrtp_1"
  async_flop_share: 0.788
  ys_warn_count: 4
  ys_types: 112
  edf_count: 0
  synth_area_um2: 14400
  syn_avg_cell_area_um2: 8.38
  yosys-stat-cells: 1717
timing:
  setup-violations-final: 0
  worst_slew_pin_slew_ps: 898
  slew_viol_final: 0
  fmax_mhz: 87.2
  finalCritPeriodShare: 0.717
  fin_crit_ps: 11470
  setup_tns_ps: 0
  rsz0062_at_grt: "no"
  slew_headroom: 0.399
  unclocked_regs: 42
  fin_skew_ps: 11.7
  untimed_endpoints: 84
  hold_viol: 0
power_and_ir_drop:
  leakage_nw: 6.53
  power_density_nw_per_um2: 52.8
  vdd_drop_max_mv: 0.0701
floorplanning:
  die_h_um: 172
  die_w_um: 172
  floorplan.rows: 61
  initial_core_util: 0.513
  die_area_um2: 29500
  coreArea_um2: 28100
  pin_count: 55
route:
  ant_nets: 0
  wire_per_inst_um: 15.3
  routed_wl_um: 32200
  viasPerCell: 5.71
  drt_drc_violations_left: 0
  n_antenna_cell: 0
  drt-initial-drc-count: 723
  num_vias: 12000
  first_pass_iters: 4
status:
  status: "complete, no violations"
min_path:
  hp-class: "reg -> reg"
flow_run:
  openroad.warnings: 48
  cap_violations: 0
kinds of logic after synthesis:
kind of cell,synth area share
XOR/XNOR,0.0509
AND/OR/NAND/NOR,0.220
flip-flops,0.271
buffers and inverters,0.0570
multiplexers,0.0177
other,0.000522
latches,0.0438
AND-OR/OR-AND,0.214
adder cells (fa/ha/maj),0.124
layout by cell type (no fill, tap or decap), types with 8 or more instances in the layout:
cell type,Yosys,routed
a211oi_1,9,9
xor2_1,25,25
dfrtp_1,154,154
o2111ai_1,10,10
and3_1,27,27
nor4_1,21,21
nand4_1,24,24
nand3_1,64,64
clkbuf_16,0,17
o211ai_1,22,22
o21ai_1,8,8
a211oi_2,8,8
a21o_1,11,11
mux2i_1,12,12
nor3_1,75,75
or3_1,16,16
nand2b_1,12,12
o21a_1,12,12
dlxtn_1,42,42
and2_1,18,18
a311o_1,9,9
a31oi_1,15,15
fa_1,39,39
nor2b_1,14,14
o21ai_0,103,103
ha_1,79,79
nor3b_1,9,9
clkdlybuf4s50_1,0,48
nand2_1,199,199
a21oi_1,106,106
mux2_2,12,12
inv_1,117,116
buf_4,6,13
nor2_1,127,127
o31ai_1,14,14
a211o_1,11,11
a22o_1,10,10
xnor2_1,50,50
path summary, 6_finish.rpt:
check | start | endpoint | slack, ps | cells after the start
max in group asynchronous | rst | bcd_8421_inst.hun[0] | 11770 | 3
hold / removal | start_sig | cs | 400 | 1
setup / recovery | data_out[2] | bcd_8421_inst.data_shift[0] | 4530 | 36
hold reg to reg | start_sig | cs | 400 | 1
setup reg to reg | data_out[2] | bcd_8421_inst.data_shift[0] | 4530 | 36
min in group asynchronous | rst | cnt[22] | 3170 | 2
per-layer routing:
layer | vias up | routed length [µm] | GRT usage
met2 | 229 | 13700 | 0.347
li1 | 6100 | - | -
met4 | 2 | 289 | 0.0225
met1 | 5646 | 16900 | 0.405
met3 | 24 | 1270 | 0.0326
met5 | - | 13 | 0
area by class of cell:
| class | instances | share of cell area |
|---|---|---|
| Clock inverter | 15 | 0.00943 |
| Clock buffer | 17 | 0.0272 |
| Multi-Input combinational cell | 1316 | 0.578 |
| Inverter | 118 | 0.0286 |
| Timing Repair Buffer | 61 | 0.0369 |
| Tap cell | 378 | 0.0302 |
| Sequential cell | 198 | 0.290 |
worst max-delay path, delay by kind of cell (launching register included):
family          cells  cell delay (ps)
compound gates     17             5170
xor+xnor            2              410
fa+ha+maj           6             2800
buf+inv             4              270
flops               1              450
simple gates        7             2210
power by group:
group / leakage [nW] / switching, mW / internal (mW) / total [mW]
clock network: 0.283 / 0.182 / 0.208 / 0.390
registers: 2.47 / 0.00757 / 0.403 / 0.410
logic: 3.78 / 0.0162 / 0.00975 / 0.0260
total: 6.53 / 0.206 / 0.620 / 0.826
metrics by stage:
step	hold WS, ps	setup WS (ps)	total power, mW
2_1_floorplan	370	5830	0.438
3_3_place_gp	405	4840	0.444
3_5_place_dp	397	4660	0.444
4_1_cts	416	4620	0.838
5_1_grt	438	3660	0.861
6_report	403	4530	0.826
No activity file was given, so power comes from the tool's default toggle rates.
